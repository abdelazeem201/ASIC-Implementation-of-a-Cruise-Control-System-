`design/flow/run.sh`:
```
#!/bin/bash
# OpenROAD 26Q1-2900-gdf79404cd8, Yosys 0.63+post, stock flow scripts
make -C /OpenROAD-flow-scripts/flow DESIGN_CONFIG=/design/flow/config.mk WORK_HOME=/design/flow/orfs finish
```
`design/flow/config.mk`:
```
export PLATFORM = sky130hd
export DESIGN_NAME = cruisecontrol
export DESIGN_NICKNAME = cruisecontrol
export VERILOG_FILES = /design/flow/design.v
export SDC_FILE = /design/flow/constraint.sdc
export NUM_CORES = 4
export LEC_CHECK = 1
export CORE_UTILIZATION = 30
```
`design/flow/constraint.sdc`:
```
current_design cruisecontrol

set clk_period 7.2
set clk_io_pct 0.2

create_clock -name clk0 -period $clk_period [get_ports {clk}]

set non_clock_inputs [all_inputs -no_clocks]
set_input_delay [expr $clk_period * $clk_io_pct] -clock clk0 $non_clock_inputs
set_output_delay [expr $clk_period * $clk_io_pct] -clock clk0 [all_outputs]
```
`design/flow/design.v`:
```
module cruisecontrol(
input wire clk,
input wire reset,
input wire throttle,
input wire set,
input wire accel,
input wire coast,
input wire cancel,
input wire resume,
input wire brake,
output reg [7:0] speed,
output reg [7:0] cruisespeed,
output reg cruisectrl );
reg [2:0] state;
parameter INIT = 3'b000;
parameter ACC  = 3'b001;
parameter DEC  = 3'b010;
parameter CRCT = 3'b011;
parameter BRK  = 3'b100;
parameter CNCL = 3'b101;
always @(posedge clk)
begin
  if(reset == 1'b1) 
     begin
     state <= #1 INIT;
     speed <= 7'b0;
     cruisespeed <= 7'b0;
     cruisectrl <= 0; 
     end 
  else 
      case(state) 
          INIT:if(throttle == 1'b1) 
		  begin
                  state <= #1 ACC;
                  speed <= speed + 1'b1;
                  end
           ACC:if (set == 1'b1 & speed > 7'b0010_1101 & throttle == 1)
                   begin 
                   state <= #1 CRCT;
		   speed <= speed + 1'b1;
		   cruisespeed <= speed;
                   cruisectrl <= 1'b1;
		   end 
	       else if (throttle == 0)
                   begin
          	   state <= #1 DEC;
                   speed <= speed - 1'b1;
		   end
               else
                   begin
                   state <= #1 ACC;
                   speed <= speed + 1'b1;
		   end
           DEC:if (throttle == 1'b1)
		   begin
                   state <= #1 ACC;
                   speed <= speed + 1'b1;
		   end
               else if(throttle == 0)
		   begin
          	   state <= #1 DEC;
                   speed <= speed - 1'b1;
                   end
           CRCT:if(brake == 1'b1)
                   begin 
                   state <= #1 BRK;   
		   speed <= speed - 2'b10;
		   cruisespeed <= speed;
                   cruisectrl <= 1'b0;
  		   end
                else if(cancel == 1'b1)
                   begin
                   state <= #1 CNCL;
		   cruisespeed <= speed;
                   speed <= speed - 1'b1;
                   cruisectrl <= 1'b0;
                   end   
		else if (accel == 1'b1)
                   begin
                   state <= #1 CRCT;
                   cruisespeed <= cruisespeed + 1'b1;
                   speed <= speed + 1'b1;
                   end
                else if (coast == 1'b1)
                   begin
                   state <= #1 CRCT;
                   cruisespeed <= cruisespeed - 1'b1;
                   speed <= speed - 1'b1;
                   end
                else if(throttle == 1'b1)
                   begin
                   state <= #1 CRCT;
                   speed <= speed + 1'b1;
		   end     
                else if(throttle == 1'b0)
                   begin 
                   state <= #1 CRCT;
                        if(speed > cruisespeed)
                          begin
 			  speed <= speed - 1'b1;
			  end
                        else if (speed < cruisespeed)
                	begin
                	speed <= speed + 1'b1;
                	end
                   end                 
           BRK:if(resume == 1'b1)
 		begin
		state <= #1 CRCT;
                cruisectrl <= 1'b1;
		if (speed < cruisespeed)
		begin
		speed <= speed + 1'b1;
		end		
		end  
               else  
		 begin
		   state <= #1 BRK;
		   speed <= speed - 2'b10;
		 end
           CNCL:if(resume == 1'b1)
 		begin
		state <= #1 CRCT;
                cruisectrl <= 1'b1;
		end  
               else if (speed != 7'b0) 
		begin
		   state <= #1 CNCL;
		   speed <= speed - 1'b1;
		end
          default: state <= #1 INIT;
endcase
end
endmodule
```
==> ci_impl_report.md <==
### Metrics collected by this job

| Metric | Value |
|---|---|
| Netlist cell types | 63 |
| Post-CTS setup buffers | 0 |
| Pin count of the biggest net entering global routing | 26 |
| Worst hold slack | 512 ps |
| Pwr dens | 152 nW/um^2 |
| Iter 0 DRT Violations | 265 |
| Static leakage | 1.15 nW |
| Die area | 9860 um^2 |
| Row count | 35 |
| Run status | finished clean |
| Beginning of the worst hold path | cruisectrl$_SDFFE_PP0P_ |
| Late-Pin Clk Latency | 280 ps |
| Max transition margin | 0.455 |
| Hold crit path type | register to register |
| Synth top cell by count | a21oi_1 |
| YS chip area | 2840 um^2 |
| ANT nets after route | 0 |
| Commonest flop | dfxtp_1 |
| Reg-to-Reg End | cruisespeed[0]$_SDFFE_PP0P_ |
| Top-area cell share | 0.162 |
| Peak supply drop | 72.4 uV |
| Crit path DRT | 7390 ps |
| Post-Syn Area | 2840 um^2 |
| First-pass GRT wire length | 14.9 mm |
| PortBufs | 25 |
| Initial antenna violation count | 0 |
| Average size of a mapped cell | 6.94 um^2 |
| Dpl cells | 522 |
| TritonCTS buffer count | 3 |
| Largest fanout on the critical path | 12 |
| CTS H-tree lvls | 1 |
| Share of post-route cells with drive strength above 1 | 0.0506 |
| Yosys warning tally | 1 |
| GPL Wtd Cong | 0.936 |
| Synth Seq Share | 0.162 |
| Core ar. | 9200 um^2 |
| Clk slew on worst S/H paths | 90 ps |
| Unrepaired setup endpoints after global routing | false |
| R2R Setup Slk | 3950 ps |
| Worst Setup End Kind | register |
| DP Worst Slack | 2980 ps |
| R2R Path Start | speed[1]$_SDFFE_PP0P_ |
| Top cells by count | a21oi_1, nor2_1, nand2_1 |
| Fin. Hold Viols | 0 |
| R2r worst-path depth | 9 |
| Yosys cell count | 409 |
| Max-cap violation count | 0 |
| Chip Height | 99.3 um |
| Diode count | 0 |
| CP arrival | 4210 ps |
| Longest Clk Path Bufs | 2 |
| Cells after Synth | 409 |
| Root buffer selected by CTS | clkbuf_8 |
| Critical path launch point type | input pin |
| Yosys top cell by area | dfxtp_1 |
| Tool warnings | 29 |
| Flops after synth | 23 |
| Drt first pass iters | 5 |
| Total gr overflow | 0 |
| Clock Skew | 6.61 ps |
| Cts hold-fix bufs | 0 |
| Chip Width | 99.3 um |
| Top cells by area | dfxtp_1, ha_1, a21oi_1 |
| Hold endpoint | cruisectrl$_SDFFE_PP0P_ |
| WHS Path Cells | 2 |
| Vias in the first global route | 2736 |
| Ports | 26 |
| Post-CTS Resized | 0 |
| Average wire per standard cell | 17.4 um |
| Aggregate global-route resource usage | 0.195 |
| Post-synthesis async set-or-reset flop share | 0 |
| Syn-to-layout area delta | 12.3% |
| Setup CP Type | input pin to register |
| Dpl hpwl | 6.62 mm |
| Post-synth EDFFs | 0 |
| Cycle use final | 0.558 |
| Pre-Place Util | 0.309 |
| DR vias/cell | 5.87 |
| Final setup violation count | 0 |
| DRC violations left | 0 |
| Drt total wl | 9.15 mm |
| Setup WS post-layout | 3180 ps |
| Setup_tns | 0 ps |
| Final Max-Slew Violation Tally | 0 |
| Utilization after layout | 0.347 |
| Clock Sinks | 23 |
| CTS tree | built |
| Vias | 3088 |
| Worst-Margin Slew | 815 ps |
| Fin crit period | 4020 ps |
| Non-Filler Instances | 526 |
| Achievable clock frequency | 249 MHz |
placed cells by master (no fill, tap or decap), drive strengths merged, types with 3 or more instances in the layout:
cell type / Yosys / final
ha: 20 / 20
buf: 7 / 5
o32ai: 4 / 4
a311oi: 5 / 5
o21bai: 3 / 3
dfxtp: 23 / 23
and2: 6 / 6
nand2b: 8 / 8
inv: 21 / 21
nand3: 15 / 15
nand4: 5 / 5
mux2i: 7 / 7
a21oi: 42 / 42
o21ai: 26 / 26
o22ai: 5 / 5
clkdlybuf4s50: 0 / 25
a31oi: 12 / 12
nor3: 12 / 12
o221ai: 3 / 3
a21o: 5 / 5
nor2: 42 / 42
or3: 4 / 4
o31ai: 5 / 5
nand2: 40 / 40
xor2: 5 / 5
a211oi: 8 / 8
clkbuf: 21 / 3
xnor2: 17 / 17
and3: 4 / 4
registers in the layout, indices dropped and copies added (netlist names):
| register | count |
|---|---|
| cruisectrl | 1 |
| speed | 8 |
| state | 6 |
| cruisespeed | 8 |
layer usage:
layer	share of wire	up-vias	global-route usage
met2	0.44	162	0.297
li1	-	1509	-
met3	0.086	10	0.0300
met4	0.014	0	0.0238
met5	0	-	0
met1	0.46	1407	0.303
report_power, final:
group / internal [mW] / leakage, nW / switching [mW] / total (mW)
sequential: 0.134 / 0.187 / 0.0176 / 0.151
combinational: 0.0978 / 0.940 / 0.146 / 0.244
clock: 0.0389 / 0.0255 / 0.0506 / 0.0895
final cells by class:
cell class | instances | area, um^2
clock buffer | 3 | 41.3
clock inverter | 1 | 5.00
tap | 111 | 139
fill | 988 | 6010
inverter | 21 | 78.8
multi-input combinational | 337 | 2170
timing repair buffer | 30 | 288
sequential | 23 | 460
worst max path at each step:
stage	startpoint	end	cells after the start
4_1_cts	accel	cruisespeed[6]$_SDFFE_PP0P_	10
5_1_grt	accel	cruisespeed[6]$_SDFFE_PP0P_	10
6_report	accel	cruisespeed[6]$_SDFFE_PP0P_	10
cells by family (layout without fill, tap and decap cells):
kind of cell,Yosys count,after routing,share of synthesized area
simple gates,147,147,0.249
flops,23,23,0.162
fa+ha+maj,21,21,0.0952
xor+xnor,22,22,0.0679
compound gates,139,139,0.321
mux,8,8,0.0331
buf+inv,49,55,0.0718
metrics by stage:
step	total power [mW]	cell area (um^2)
global route	0.520	3190
CTS	0.483	3190
global placement	0.392	3140
detailed placement	0.392	3140
finish	0.484	3190
floorplan	0.325	2840
critical path, cell delays in order:
cell and delay, ps:
clkdlybuf4s50_1 760, inv_1 350, fa_1 540, a21o_1 170, a21oi_1 210, o21bai_1 90
a21oi_1 170, xnor2_1 130, nand2_1 60, a311oi_1 280
No activity file was given, so power comes from the tool's default toggle rates.
